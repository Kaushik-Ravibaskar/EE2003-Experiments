## design/flow/run.sh

```bash
#!/bin/bash
# OpenROAD 26Q1-2900-gdf79404cd8, Yosys 0.63+post, stock flow scripts
make -C /OpenROAD-flow-scripts/flow DESIGN_CONFIG=/design/flow/config.mk WORK_HOME=/design/flow/orfs finish
```

## design/flow/design.v

```verilog
module cpu (
    input clk, 
    input reset,
    output [31:0] iaddr,
    input [31:0] idata,
    output [31:0] daddr,
    input [31:0] drdata,
    output [31:0] dwdata,
    output [3:0] dwe,
    output [32*32-1:0] registers
);
localparam case0 = 3'd0,
            case1 = 3'd1,
            case2 = 3'd2,
            case3 = 3'd3,
            case4 = 3'd4,
            case5 = 3'd5,
            case6 = 3'd6,
            case7 = 3'd7;
    reg [31:0] iaddr;
    reg [31:0] daddr;
    reg [31:0] dwdata;
    reg [3:0]  dwe;
    reg [31:0] iaddr_b;
    reg [31:0] iaddr_q;
    reg [31:0] daddr_q;
    reg [31:0] dwdata_q;
    reg [3:0]  dwe_q;
    reg [31:0] gpr_data_in;
    reg [4:0] gpr_rd_add;
    reg [31:0] gpr_registers [0:31];
    reg [31:0] gpr_data_in_q;
    reg [4:0] gpr_rd_add_q;
    assign registers = {gpr_registers[31], gpr_registers[30], gpr_registers[29], gpr_registers[28], gpr_registers[27], gpr_registers[26], gpr_registers[25], gpr_registers[24], gpr_registers[23], gpr_registers[22], gpr_registers[21], gpr_registers[20], gpr_registers[19], gpr_registers[18], gpr_registers[17], gpr_registers[16], gpr_registers[15], gpr_registers[14], gpr_registers[13], gpr_registers[12], gpr_registers[11], gpr_registers[10], gpr_registers[9], gpr_registers[8], gpr_registers[7], gpr_registers[6], gpr_registers[5], gpr_registers[4], gpr_registers[3], gpr_registers[2], gpr_registers[1], gpr_registers[0]};
    integer i;
    reg we;
    reg we_q;
    reg flag_i;
    reg flag_r;
    reg flag_s;
    reg flag_b;
    reg flag_u;
    reg flag_i_q;
    reg flag_r_q;
    reg flag_s_q;
    reg flag_b_q;
    reg flag_u_q;
    always @(*) begin
        daddr = daddr_q;
        dwdata = dwdata_q;
        dwe = dwe_q;
        iaddr = iaddr_q;
        iaddr_b = iaddr_q;
        gpr_data_in = gpr_data_in_q;
        gpr_rd_add = gpr_rd_add_q;
        flag_i = flag_i_q;
        flag_r = flag_r_q;
        flag_s = flag_s_q;
        flag_b = flag_b_q;
        flag_u = flag_u_q;
        we = we_q;
        if (idata[6:0] == 7'b0000011 || ((idata[6:0] == 7'b0010011) && (idata[14:12] != 001) && (idata[14:12] != 101))) begin
            flag_i = 1;
            flag_r = 0;
            flag_s = 0;
            flag_b = 0;
            flag_u = 0;
        end
        else if (idata[6:4] == 3'b010) begin
            flag_s = 1;
            flag_i = 0;
            flag_r = 0;
            flag_b = 0;
            flag_u = 0;
        end
        else if (idata[6:0] == 7'b0010011 || idata[6:0] == 7'b0110011) begin
            flag_r = 1;
            flag_i = 0;
            flag_s = 0;
            flag_b = 0;
            flag_u = 0;
        end
        else if (idata[6:0] == 7'b1100011) begin
            flag_b = 1;
            flag_i = 0;
            flag_r = 0;
            flag_s = 0;
            flag_u = 0;
        end
        else if (idata[6:0] == 7'b0110111 || idata[6:0] == 7'b0010111) begin
            flag_b = 0;
            flag_i = 0;
            flag_r = 0;
            flag_s = 0;
            flag_u = 1;
        end
        else begin
            flag_b = 0;
            flag_i = 0;
            flag_r = 0;
            flag_s = 0;
            flag_u = 0;
        end
        if (flag_i == 1 && idata[6:4] == 3'b000) begin
            dwe = 0;
            case (idata[14:12])
                case0: begin
                    gpr_rd_add = idata[11:7];
                    daddr = gpr_registers[idata[19:15]] + {{20{idata[31]}}, idata[31:20]};
                    gpr_data_in = {{24{drdata[7]}},drdata[7:0]};
                    we = 1;
                end
                case1: begin
                    gpr_rd_add = idata[11:7];
                    daddr = gpr_registers[idata[19:15]] + {{20{idata[31]}}, idata[31:20]};
                    gpr_data_in = {{16{drdata[15]}},drdata[15:0]};
                    we = 1;
                end
                case2: begin
                    gpr_rd_add = idata[11:7];
                    daddr = gpr_registers[idata[19:15]] + {{20{idata[31]}}, idata[31:20]};
                    gpr_data_in = drdata;
                    we = 1;
                end
                case4: begin
                    gpr_rd_add = idata[11:7];
                    daddr = gpr_registers[idata[19:15]] + {{20{idata[31]}}, idata[31:20]};
                    gpr_data_in = {{24{1'b0}},drdata[7:0]};
                    we = 1;
                end
                case4: begin
                    gpr_rd_add = idata[11:7];
                    daddr = gpr_registers[idata[19:15]] + {{20{idata[31]}}, idata[31:20]};
                    gpr_data_in = {{16{1'b0}},drdata[15:0]};
                    we = 1;
                end
            endcase
        end
        else if (flag_i == 1 && idata[6:4] == 3'b001) begin
            dwe = 0;
            case (idata[14:12])
                case0: begin
                    gpr_rd_add = idata[11:7];
                    gpr_data_in = gpr_registers[idata[19:15]] + {{20{idata[31]}}, idata[31:20]};
                    we = 1;
                end
                case2: begin
                    gpr_rd_add = idata[11:7];
                    we = 1;
                    if(gpr_registers[idata[19:15]][31] == 0 && idata[31] == 0) begin
                        gpr_data_in = (gpr_registers[idata[19:15]] <  {{20{idata[31]}}, idata[31:20]}) ? 1 : 0;
                    end
                    else if(gpr_registers[idata[19:15]][31] == 0 && idata[31] == 1) begin
                        gpr_data_in = 0;
                    end
                    else if(gpr_registers[idata[19:15]][31] == 1 && idata[31] == 0) begin
                        gpr_data_in = 1;
                    end
                    else begin
                        gpr_data_in = (gpr_registers[idata[19:15]] <  {{20{idata[31]}}, idata[31:20]}) ? 1 : 0;
                    end
                end
                case3: begin
                    gpr_rd_add = idata[11:7];
                    we = 1;
                    gpr_data_in = (gpr_registers[idata[19:15]] <  {{20{idata[31]}}, idata[31:20]}) ? 1 : 0;
                end
                case4: begin
                    we = 1;
                    gpr_rd_add = idata[11:7];
                    gpr_data_in = (gpr_registers[idata[19:15]] ^  {{20{idata[31]}}, idata[31:20]});
                end
                case6: begin
                    we = 1;
                    gpr_rd_add = idata[11:7];
                    gpr_data_in = (gpr_registers[idata[19:15]] |  {{20{idata[31]}}, idata[31:20]});
                end
                case7: begin
                    we = 1;
                    gpr_rd_add = idata[11:7];
                    gpr_data_in = (gpr_registers[idata[19:15]] &  {{20{idata[31]}}, idata[31:20]});
                end
            endcase
        end
        else if (flag_s == 1) begin
            case(idata[14:12])
                case0: begin
                    we = 0;
                    daddr = gpr_registers[idata[19:15]] + {{20{idata[31]}}, idata[31:25], idata[11:7]};
                    dwdata = gpr_registers[idata[24:20]];
                    case(daddr[1:0])
                        0: dwe = 4'b0001;
                        1: dwe = 4'b0010;
                        2: dwe = 4'b0100;
                        3: dwe = 4'b1000;
                    endcase
                end
                case1: begin
                    we = 0;
                    daddr = gpr_registers[idata[19:15]] + {{20{idata[31]}}, idata[31:25], idata[11:7]};
                    dwdata = gpr_registers[idata[24:20]];
                    dwe = 4'b0011;
                    case(daddr[1])
                        0: dwe = 4'b0011;
                        1: dwe = 4'b1100;
                    endcase
                end
                case2: begin
                    we = 0;
                    daddr = gpr_registers[idata[19:15]] + {{20{idata[31]}}, idata[31:25], idata[11:7]};
                    dwdata = gpr_registers[idata[24:20]];
                    dwe = 4'b1111;
                end
            endcase
        end
        else if (flag_r == 1) begin
            dwe = 0;
            if (idata[6:4] == 3'b001) begin
                case (idata[14:12])
                    case1: begin
                        gpr_rd_add = idata[11:7];
                        gpr_data_in = gpr_registers[idata[19:15]] << (idata[24:20]);
                        we = 1;
                    end
                    case5: begin
                        if(idata[30] == 0) begin
                            gpr_rd_add = idata[11:7];
                            gpr_data_in = gpr_registers[idata[19:15]] >> (idata[24:20]);
                            we = 1;
                        end
                        else begin
                            gpr_rd_add = idata[11:7];
                            gpr_data_in = gpr_registers[idata[19:15]] >>> (idata[24:20]);
                            we = 1;
                        end
                    end
                endcase
            end
            else if(idata[6:4] == 3'b011) begin
                case(idata[14:12])
                    case0: begin
                        if(idata[30] == 0) begin
                            gpr_rd_add = idata[11:7];
                            gpr_data_in = gpr_registers[idata[19:15]] + gpr_registers[idata[24:20]];
                            we = 1;
                        end
                        else begin
                            gpr_rd_add = idata[11:7];
                            gpr_data_in = gpr_registers[idata[19:15]] - gpr_registers[idata[24:20]];
                            we = 1;
                        end
                    end
                    case1: begin
                        gpr_rd_add = idata[11:7];
                        gpr_data_in = gpr_registers[idata[19:15]] << (gpr_registers[idata[24:20]][4:0]);
                        we = 1;
                    end
                    case2: begin
                        we = 1;
                        gpr_rd_add = idata[11:7];
                        if(gpr_registers[idata[19:15]][31] == 0 && gpr_registers[idata[24:20]][31] == 0) begin
                            gpr_data_in = (gpr_registers[idata[19:15]] <  gpr_registers[idata[24:20]]) ? 1 : 0;
                        end
                        else if(gpr_registers[idata[19:15]][31] == 0 && gpr_registers[idata[24:20]][31] == 1) begin
                            gpr_data_in = 0;
                        end
                        else if(gpr_registers[idata[19:15]][31] == 1 && gpr_registers[idata[24:20]][31] == 0) begin
                            gpr_data_in = 1;
                        end
                        else begin
                            gpr_data_in = (gpr_registers[idata[19:15]] <  gpr_registers[idata[24:20]]) ? 1 : 0;
                        end
                    end
                    case3: begin
                        we = 1;
                        gpr_rd_add = idata[11:7];
                        gpr_data_in = (gpr_registers[idata[19:15]] <  gpr_registers[idata[24:20]]) ? 1 : 0;
                    end
                    case4: begin
                        we = 1;
                        gpr_rd_add = idata[11:7];
                        gpr_data_in = (gpr_registers[idata[19:15]] ^  gpr_registers[idata[24:20]]);
                    end
                    case5: begin
                        if(idata[30] == 0) begin
                            we = 1;
                            gpr_rd_add = idata[11:7];
                            gpr_data_in = gpr_registers[idata[19:15]] >>  (gpr_registers[idata[24:20]]);
                        end
                        else begin
                            we = 1;
                            gpr_rd_add = idata[11:7];
                            gpr_data_in = gpr_registers[idata[19:15]] >>>  (gpr_registers[idata[24:20]]);
                        end
                    end
                    case6: begin
                        we = 1;
                        gpr_rd_add = idata[11:7];
                        gpr_data_in = (gpr_registers[idata[19:15]] |  gpr_registers[idata[24:20]]);
                    end
                    case7: begin
                        we = 1;
                        gpr_rd_add = idata[11:7];
                        gpr_data_in = (gpr_registers[idata[19:15]] & gpr_registers[idata[24:20]]);
                    end
                endcase
            end
        end
        else if (flag_b == 1) begin
            dwe = 0;
            case(idata[14:12])
                case0: begin
                    we = 0;
                    if(gpr_registers[idata[19:15]] == gpr_registers[idata[24:20]]) begin
                        iaddr_b = iaddr_q + {{20{idata[31]}}, idata[7], idata[30:25], idata[11:8], 1'b0};
                    end
                    else begin
                        iaddr_b = iaddr_q + 4;
                    end
                end
                case1: begin
                    we = 0;
                    if(gpr_registers[idata[19:15]] != gpr_registers[idata[24:20]]) begin
                        iaddr_b = iaddr_q + {{20{idata[31]}}, idata[7], idata[30:25], idata[11:8], 1'b0};
                    end
                    else begin
                        iaddr_b = iaddr_q + 4;
                    end
                end
                case4: begin
                    we = 0;
                    if(gpr_registers[idata[19:15]][31] == 0 && gpr_registers[idata[24:20]][31] == 0) begin
                        iaddr_b = (gpr_registers[idata[19:15]] <  gpr_registers[idata[24:20]]) ? (iaddr_q + {{20{idata[31]}}, idata[7], idata[30:25], idata[11:8], 1'b0}) : iaddr_q + 4;
                    end
                    else if(gpr_registers[idata[19:15]][31] == 1 && gpr_registers[idata[24:20]][31] == 0) begin
                        iaddr_b = iaddr_q + {{20{idata[31]}}, idata[7], idata[30:25], idata[11:8], 1'b0};
                    end
                    else if(gpr_registers[idata[19:15]][31] == 0 && gpr_registers[idata[24:20]][31] == 1) begin
                        iaddr_b = iaddr_q + 4;
                    end
                    else begin
                        iaddr_b = (gpr_registers[idata[19:15]] <  gpr_registers[idata[24:20]]) ? (iaddr_q + {{20{idata[31]}}, idata[7], idata[30:25], idata[11:8], 1'b0}) : iaddr_q + 4;
                    end
                end
                case5: begin
                    we = 0;
                    if(gpr_registers[idata[19:15]][31] == 0 && gpr_registers[idata[24:20]][31] == 0) begin
                        iaddr_b = (gpr_registers[idata[19:15]] >=  gpr_registers[idata[24:20]]) ? (iaddr_q + {{20{idata[31]}}, idata[7], idata[30:25], idata[11:8], 1'b0}) : iaddr_q + 4;
                    end
                    else if(gpr_registers[idata[19:15]][31] == 0 && gpr_registers[idata[24:20]][31] == 1) begin
                        iaddr_b = iaddr_q + {{20{idata[31]}}, idata[7], idata[30:25], idata[11:8], 1'b0};
                    end
                    else if(gpr_registers[idata[19:15]][31] == 1 && gpr_registers[idata[24:20]][31] == 0) begin
                        iaddr_b = iaddr_q + 4;
                    end
                    else begin
                        iaddr_b = (gpr_registers[idata[19:15]] >=  gpr_registers[idata[24:20]]) ? (iaddr_q + {{20{idata[31]}}, idata[7], idata[30:25], idata[11:8], 1'b0}) : iaddr_q + 4;
                    end
                end
                case6: begin
                    we = 0;
                    iaddr_b = (gpr_registers[idata[19:15]] <  gpr_registers[idata[24:20]]) ? (iaddr_q + {{20{idata[31]}}, idata[7], idata[30:25], idata[11:8], 1'b0}) : iaddr_q + 4;
                end
                case7: begin
                    we = 0;
                    iaddr_b = (gpr_registers[idata[19:15]] >  gpr_registers[idata[24:20]]) ? (iaddr_q + {{20{idata[31]}}, idata[7], idata[30:25], idata[11:8], 1'b0}) : iaddr_q + 4;
                end
            endcase
        end
        else if (flag_u == 1) begin
            dwe = 0;
            if (idata[6:0] == 7'b0110111) begin
                gpr_rd_add = idata[11:7];
                gpr_data_in = {idata[31:12],{12{1'b0}}};
                we = 1;
            end
            else begin
                gpr_rd_add = idata[11:7];
                gpr_data_in = {idata[31:12],{12{1'b0}}} + iaddr_q;
                we = 1;
            end
        end
        else  if (idata[6:0] == 7'b1101111 || idata[6:0] == 7'b1100111) begin
            flag_b = 1;
            dwe = 0;
            if (idata[6:0] == 7'b1101111) begin
                gpr_rd_add = idata[11:7];
                gpr_data_in = iaddr_q + 4;
                iaddr_b = iaddr_q + ({{12{idata[31]}}, idata[19:12], idata[20], idata[30:21], 1'b0});
                we = 1;
            end
            else begin
                gpr_rd_add = idata[11:7];
                gpr_data_in = iaddr_q + 4;
                iaddr_b = (gpr_registers[idata[19:15]] + {{20{idata[31]}}, idata[31:20]})&(~(32'd1));
                we = 1;
            end
        end
    end
    always @(posedge clk) begin
        if (reset) begin
            daddr_q <= 0;
            dwdata_q <= 0;
            dwe_q <= 0;
            iaddr_q <= 0;
            gpr_data_in_q <= 0;
            gpr_rd_add_q <= 0;
            flag_i_q <= 0;
            flag_r_q <= 0;
            flag_s_q <= 0;
            flag_b_q <= 0;
            flag_u_q <= 0;
            we_q <= 0;
            for (i = 0; i < 32; i = i + 1) begin
                gpr_registers[i] <= 0;
            end
        end
        else begin
            if (flag_b == 0) begin
                iaddr_q <= iaddr + 4;
            end
            else begin
                iaddr_q <= iaddr_b;
            end
            if(gpr_rd_add == 0) begin
                gpr_registers[gpr_rd_add] <= 0;
            end
            else if (we) begin
                gpr_registers[gpr_rd_add] <= gpr_data_in;
            end
            else begin
            end           
            daddr_q <= daddr;
            dwdata_q <= dwdata;
            dwe_q <= dwe;
            gpr_data_in_q <= gpr_data_in;
            gpr_rd_add_q <= gpr_rd_add;
            flag_i_q <= flag_i;
            flag_r_q <= flag_r;
            flag_s_q <= flag_s;
            flag_b_q <= flag_b;
            flag_u_q <= flag_u;
            we_q <= we;
        end
    end
endmodule
```

## design/flow/config.mk

```make
export PLATFORM = sky130hd
export DESIGN_NAME = cpu
export DESIGN_NICKNAME = cpu
export VERILOG_FILES = /design/flow/design.v
export SDC_FILE = /design/flow/constraint.sdc
export NUM_CORES = 4
export LEC_CHECK = 1
export CORE_AREA = 10 10 667 667
export DIE_AREA = 0 0 677 677
```

## design/flow/constraint.sdc

```tcl
current_design cpu

set clk_period 24.0
set clk_io_pct 0.2

create_clock -name clk0 -period $clk_period [get_ports {clk}]

set non_clock_inputs [all_inputs -no_clocks]
set_input_delay [expr $clk_period * $clk_io_pct] -clock clk0 $non_clock_inputs
set_output_delay [expr $clk_period * $clk_io_pct] -clock clk0 [all_outputs]
```

==> results.sh <==
# source this file to load flow results
export IMPL_worst_setup_path_end_kind="output pin"
export IMPL_netlist_top_cells_count="nor2_1 (1309), edfxtp_1 (1024), mux2i_1 (531)"
export IMPL_yosys_cells=8074
export IMPL_clock_latency_late_pin_ns=0.90
export IMPL_floorplan_die_width_um=677
export IMPL_final_hold_viol_count=0
export IMPL_grt_antenna_before_repair=81
export IMPL_multi_input_comb_area_um2=45700
export IMPL_worst_setup_hold_path_clk_slew_ns=0.06
export IMPL_max_freq_mhz=55.8
export IMPL_cp_slowest_cell="buf_4"
export IMPL_synth_largest_type_area_fraction_pct=37.5
export IMPL_maxSlewHeadroom_pct=14.0
export IMPL_via_count_of_the_first_global_routing_pass=81700
export IMPL_synth_cells=8074
export IMPL_cts_sinks=1161
export IMPL_grt_setup_unrepaired="false"
export IMPL_grt_pass1_wl_um=851000
export IMPL_max_slew_worst_pin_slew_ns=1.29
export IMPL_post_synth_top_area_cell="edfxtp_1"
export IMPL_cp_data_required_time_ns=19.20
export IMPL_synthArstFlopShare_pct=0
export IMPL_power_density_nw_per_um2=63.5
export IMPL_synth_area_yosys_um2=82000
export IMPL_postSynth_topFlopCell="edfxtp_1"
export IMPL_most_instantiated_library_cell_after_synthesis="nor2_1"
export IMPL_ys_seq_share_pct=40.8
export IMPL_critPathTopFamily="buffers and inverters"
export IMPL_totalNegativeSetupSlack_ns=0
export IMPL_core_region_area_um2=431000
export IMPL_clockRootBuffer="clkbuf_16"
export IMPL_floorplan_die_height_um=677
export IMPL_postCtsSetupRepairBufs=0
export IMPL_wire_per_inst_um=44.2
export IMPL_met2_length_um=286000
export IMPL_final_period_minus_worst_setup_slack_ns=17.91
export IMPL_grt_start_max_net_pins=69
export IMPL_worst_setup_path_type="in2out"
export IMPL_ctsResizeCount=0
export IMPL_drt_first_iter_violations=9646
export IMPL_drv_slew=0
export IMPL_cts_tree="yes"
export IMPL_critical_path_max_fanout=68
export IMPL_htree_levels=4
export IMPL_dp_cells=14700
export IMPL_io_pins=1190
export IMPL_run_status="finished, final reports clean"
export IMPL_global_route_usage_total_pct=28.8
export IMPL_enable_flop_cells=1024
export IMPL_area_of_the_die_um2=458000
export IMPL_hpwlAfterDp_um=519000
export IMPL_whs_ns=0.539
export IMPL_vias=82900
export IMPL_ys_warnings_count=1
export IMPL_floorplan_core_util_pct=19.1
export IMPL_hp_start="dwe_q[2]$_SDFF_PP0_"
export IMPL_number_of_buffer_and_inverter_instances_along_the_worst_setup_path=8
export IMPL_rows=241
export IMPL_gp_congestion=1.12
export IMPL_dr_max_layer_used="met5"
export IMPL_postRouteAntennaNets=0
export IMPL_met3RoutedLength_um=96800
export IMPL_clock_skew_final_ns=0.0590
export IMPL_avgViaCountPerCell=5.51
export IMPL_grt_overflow=0
export IMPL_total_power_mw=6.80
export IMPL_drt_first_pass_iters=6
export IMPL_regArea_um2=33500
export IMPL_fraction_of_final_layout_cells_with_drive_strength_greater_than_1_pct=15.0
export IMPL_critPathLaunch="idata[17]"
export IMPL_drc_errors=0
export IMPL_cpMostUsedCell="buf_4"
export IMPL_number_of_synthesized_register_bits=1161
export IMPL_synth_cell_type_count=114
export IMPL_openroad_warnings=163
export IMPL_ys_top_cells_by_area="edfxtp_1 (37%), mux4_2 (10%), mux2i_1 (6.5%)"
export IMPL_worst_r2r_startpoint="gpr_registers[30][3]$_SDFFCE_PN0P_"
export IMPL_area_growth_synth_to_final_pct=30.5
export IMPL_min_delay_worst_type="reg2reg"
export IMPL_worst_ir_drop_vdd_v=0.0000492
export IMPL_finalSetupViolCount=0
export IMPL_worst_path_largest_cell_delay_ns=0.63
export IMPL_fillCellCount=45600
export IMPL_critical_path_cell_list="buf_8 -> buf_4 -> buf_4 -> buf_12 -> buf_4 -> mux4_2 -> a22oi_1 -> and4_1 -> buf_4 -> inv_1 -> ha_1 -> a21oi_1 -> o21ai_0 -> a21boi_0 -> o31ai_1 -> a31oi_1 -> o21ai_0 -> xor2_1 -> nor2_1 -> nor3_1 -> clkdlybuf4s50_1"
export IMPL_timing_final_crit_share_pct=74.6
export IMPL_drt_met1_wl_um=213000
export IMPL_setup_worst_path_start_class="input port"
export IMPL_routed_wl_um=666000
export IMPL_numCtsBuffers=143
export IMPL_buffer_ports_inserted=1188
export IMPL_ctsHoldBuffers=0
export IMPL_cp_data_arrival_time_ns=13.11
export IMPL_post_synth_cell_area_avg_um2=10.2
export IMPL_cts_root_to_sink_buffers=4
export IMPL_max_cap_viol_count=0
export IMPL_synth_area_um2=82000
export IMPL_utilization_pct=24.9
export IMPL_power_static_leakage_nw=38.0
export IMPL_finalNonFillerCells=15000
-- worst min-delay path: stages, from the launching register on --
cell	delay (ns)
dfxtp_1	0.30
nor2_1	0.13
nor4_1	0.06
-- final cells by class --
class / count / share of cell area (%)
flip-flops and latches: 1161 / 31.3
well taps: 5710 / 6.67
inverters: 168 / 0.598
clock buffers: 165 / 3.45
repair buffers: 1644 / 14.3
multi-input cells: 6038 / 42.7
clock inverters: 83 / 0.873
diodes: 74 / 0.173
-- placed cells by master (no fill, tap or decap), drive strengths merged, types with 35 or more instances in the layout --
master	netlist	layout
nand2b	40	40
buf	270	471
dfxtp	137	137
nor3	142	142
o211ai	42	42
nand3	157	157
o21bai	46	46
nand4	43	43
nor2b	64	64
mux4	381	381
edfxtp	1024	1024
xnor2	110	110
a21oi	528	528
a221oi	89	89
clkdlybuf4s50	0	1173
nor4	57	57
clkinv	2	54
o21ai	382	382
inv	166	176
o221ai	37	37
a22oi	299	299
mux2i	531	531
xor2	60	60
and2	76	76
nor2	1344	1344
o31ai	35	35
o22ai	79	79
a21o	92	92
nand2	504	504
ha	262	262
clkbuf	469	165
a211oi	87	87
a31oi	60	60
diode	0	74
-- power by group --
group	total, mW	leakage, nW	internal, mW	switching [mW]
logic	2.12	24.0	0.675	1.45
clock network	2.28	2.25	1.27	1.02
registers	2.39	11.7	2.27	0.119
total	6.80	38.0	4.21	2.58
-- kinds of logic (layout without fill, tap and decap cells) --
family | after synthesis | count (layout) | synth area share, %
flip-flops | 1161 | 1161 | 40.8
XOR/XNOR | 170 | 170 | 1.81
buffers and inverters | 907 | 2060 | 4.95
adder cells (fa/ha/maj) | 270 | 270 | 4.18
other | 1 | 107 | 0.00457
AND/OR/NAND/NOR | 2559 | 2559 | 14.0
multiplexers | 944 | 944 | 17.4
AND-OR/OR-AND | 2062 | 2062 | 16.8
-- flip-flops by register name, indices dropped and copies added, names as in the netlist --
name	count
dwdata_q	32
gpr_data_in_q	32
dwe_q	4
iaddr_q	31
we_q	1
daddr_q	32
gpr_rd_add_q	5
gpr_registers	1024
-- path summary, 6_finish.rpt --
path	end	slack, ns	cells past startpoint
worst max-delay path	daddr[29]	6.09	21
worst min-delay path	dwe_q[2]$_SDFF_PP0_	0.54	2
worst max register to register	gpr_registers[31][31]$_SDFFCE_PN0P_	15.78	20
worst min register to register	dwe_q[2]$_SDFF_PP0_	0.54	2
-- routing by layer --
layer,GRT usage (%),vias to the layer above
met4,21.9,69
met1,30.1,40900
met2,42.2,7151
met3,16.7,1911
li1,-,32800
met5,2.92,-
-- per-stage QoR --
step | setup slack (ns) | area [um^2]
after global routing | 5.81 | 107000
final | 6.09 | 107000
after CTS | 6.21 | 107000
after global placement | 6.26 | 102000
after detailed placement | 6.20 | 102000
after floorplan | 9.84 | 82200
Power is estimated from default activity; no workload was simulated.
