**/design/flow/config.mk**
```make
export PLATFORM = sky130hd
export DESIGN_NAME = fpadd
export DESIGN_NICKNAME = fpadd
export VERILOG_FILES = /design/flow/design.v
export SDC_FILE = /design/flow/constraint.sdc
export NUM_CORES = 4
export LEC_CHECK = 1
export CORE_UTILIZATION = 30
```
**/design/flow/constraint.sdc**
```tcl
current_design fpadd

set clk_period 20.8
set clk_io_pct 0.2

create_clock -name clk0 -period $clk_period [get_ports {clk}]

set non_clock_inputs [all_inputs -no_clocks]
set_input_delay [expr $clk_period * $clk_io_pct] -clock clk0 $non_clock_inputs
set_output_delay [expr $clk_period * $clk_io_pct] -clock clk0 [all_outputs]
```
**/design/flow/design.v**
```verilog
module fpadd (
    clk, reset, start,
    a, b,
    sum, 
    done,
    nan,
    current_state
);
    reg [23+2:0] mant_ar, mant_br;
    reg [23+2:0] mant_ar_next, mant_br_next;
    reg [8:0] exp_ar, exp_br;
    reg [8:0] exp_ar_next, exp_br_next;
    reg sign_ar, sign_br;
    reg sign_ar_next, sign_br_next;
    reg [23+2:0] mant_sum_temp;
    reg [23+2:0] mant_sum_temp_next;
    reg [23+1:0] mant_sum;
    reg [23+1:0] mant_sum_next;
    reg [8-1:0] exp_sum;
    reg [8-1:0] exp_sum_next;
    reg [31:0] sum_reg;
    reg [31:0] sum_reg_next;
    reg sign_sum_next;
    reg sign_sum;
    reg done_reg;
    reg done_reg_next;
    reg temp;
    reg temp_next;
    wire [23+2:0] mant_a, mant_b;
    wire [8-1:0] exp_a, exp_b;
    wire sign_a, sign_b;
    input clk, reset, start;
    input [31:0] a, b;
    output [31:0] sum;
    output done;
    output reg nan;
    output [3:0] current_state;
    assign sum = sum_reg;
    assign done = done_reg;
    assign {sign_a, sign_b} = {a[32-1], b[32-1]};
    assign {exp_a, exp_b} = {a[32-2:32-9], b[32-2:32-9]};
    assign {mant_a, mant_b} = {1'b0,1'b0,1'b1,a[32-10:0],1'b0,1'b0,1'b1,b[32-10:0]};
localparam State_Initial = 4'd0,
            State_1 = 4'd1,
            State_2 = 4'd2,
            State_3 = 4'd3,
            State_4 = 4'd4,
            State_5 = 4'd5,
            State_6 = 4'd6,
            State_7 = 4'd7,
            State_8 = 4'd8,
            State_9 = 4'd9,
            State_10 = 4'd10;
    reg [3:0] current_state;
    reg [3:0] next_state;
    always @ (posedge clk) begin
        if (reset == 1 || start == 1) begin
            current_state <= State_Initial;
        end
        else begin
            current_state <= next_state;
            mant_ar_next <= mant_ar;
            mant_br_next <= mant_br;
            exp_ar_next <= exp_ar;
            exp_br_next <= exp_br;
            sign_ar_next <= sign_ar;
            sign_br_next <= sign_br;
            mant_sum_temp_next <= mant_sum_temp;
            mant_sum_next <= mant_sum;
            exp_sum_next <= exp_sum;
            sum_reg_next <= sum_reg;
            sign_sum_next <= sign_sum;
            done_reg_next <= done_reg;
            temp_next <= temp;
        end
    end
    always @ (*) begin
        next_state = current_state;
        mant_ar = mant_ar_next;
        mant_br = mant_br_next;
        exp_ar = exp_ar_next;
        exp_br = exp_br_next;
        sign_ar = sign_ar_next;
        sign_br = sign_br_next;
        mant_sum_temp = mant_sum_temp_next;
        mant_sum = mant_sum_next;
        exp_sum = exp_sum_next;
        sum_reg = sum_reg_next;
        sign_sum = sign_sum_next;
        done_reg = done_reg_next;
        temp = temp_next;
        case(current_state)
            State_Initial: begin
                sum_reg = 0;    
                done_reg = 0;
                mant_ar = 0;
                mant_br = 0;
                exp_ar = 0;
                exp_br = 0;
                sign_ar = 0;
                sign_br = 0;
                mant_sum_temp = 0;
                mant_sum = 0;
                exp_sum = 0;
                sign_sum = 0;
                nan = 0;
                temp = 0;
                if (start != 1) begin
                    next_state = State_1;
                end
            end
            State_1: begin
                if (sign_a == 1 && sign_b == 0) begin
                    mant_ar = ~(mant_a) + 1;
                    mant_br = mant_b;
                end
                else if (sign_a == 0 && sign_b == 1) begin
                    mant_ar = mant_a;
                    mant_br = ~(mant_b) + 1;
                end
                else if (sign_a == 0 && sign_b == 0) begin
                    mant_ar = mant_a;
                    mant_br = mant_b;
                end
                else begin
                    mant_ar = ~(mant_a) + 1;
                    mant_br = ~(mant_b) + 1;
                end
                next_state = State_2;
            end
            State_2: begin
                if (exp_a > exp_b) begin
                    exp_ar = {1'b0, exp_a};
                    exp_br = ~{1'b0, exp_b} + 1;
                    {temp,exp_sum} = exp_ar + exp_br;
                        if (mant_br[23+2] == 1) begin
                            mant_br = ~(mant_br) + 1;
                            mant_br = mant_br >> exp_sum;
                            mant_br = ~(mant_br) + 1;
                        end
                        else begin
                            mant_br = mant_br >> exp_sum;
                        end
                    exp_sum = exp_a;
                end
                else if (exp_a < exp_b) begin
                    exp_br = {1'b0, exp_b};
                    exp_ar = ~{1'b0, exp_a} + 1;
                    {temp,exp_sum} = exp_ar + exp_br;
                        if (mant_ar[23+2] == 1) begin
                            mant_ar = ~(mant_ar) + 1;
                            mant_ar = mant_ar >> exp_sum;
                            mant_ar = ~(mant_ar) + 1;
                        end
                        else begin
                            mant_ar = mant_ar >> exp_sum;
                        end
                    exp_sum = exp_b;
                end
                else begin
                    exp_sum = exp_a;
                end
                next_state = State_3;
            end
            State_3: begin
                mant_sum_temp = mant_ar + mant_br;
                if (mant_sum_temp[23+2] == 1) begin
                    sign_sum = 1;
                    mant_sum_temp = ~(mant_sum_temp) + 1;
                    {temp, mant_sum} = mant_sum_temp;
                end
                else begin
                    sign_sum = 0;
                    {temp, mant_sum} = mant_sum_temp;
                end
                if (exp_a == 0 && mant_a[22:0] == 0) begin
                    next_state = State_4;                   
                end
                else if (exp_b == 0 && mant_b[22:0] == 0) begin
                    next_state = State_4;
                end
                else if (exp_a == 8'hff && mant_a[22:0] == 0) begin
                    next_state = State_4;              
                end
                else if (exp_b == 8'hff && mant_b[22:0] == 0) begin
                    next_state = State_4;
                end
                else if (exp_a == 8'hff && mant_a[22:0] != 0) begin
                    next_state = State_4;
                end
                else if (exp_b == 8'hff && mant_b[22:0] != 0) begin
                    next_state = State_4;
                end
                else if (mant_sum == 0) begin
                    next_state = State_4;
                end
                else if (mant_sum[23+1] == 0 && mant_sum[23] == 1) begin
                    next_state = State_5;
                end
                else if (mant_sum[23+1] == 1) begin
                    next_state = State_6;
                end
                else begin
                    next_state = State_7;
                end
            end
            State_4: begin
                if (exp_a == 8'hff && mant_a[22:0] != 0 && done_reg != 1) begin
                    sum_reg = 0;
                    nan = 1;
                    done_reg = 1;
                end
                else if (exp_b == 8'hff && mant_b[22:0] != 0 && done_reg != 1) begin
                    sum_reg = 0;
                    nan = 1;
                    done_reg = 1;
                end
                else if (exp_a == 0 && mant_a[22:0] == 0 && done_reg != 1) begin
                    sum_reg = b;
                    done_reg = 1;
                end
                else if (exp_b == 0 && mant_b[22:0] == 0 && done_reg != 1) begin
                    sum_reg = a;
                    done_reg = 1;
                end
                else if (exp_a == 8'hff && mant_a[22:0] == 0 && done_reg != 1) begin
                    sum_reg = a;
                    done_reg = 1;
                end
                else if (exp_b == 8'hff && mant_b[22:0] == 0 && done_reg != 1) begin
                    sum_reg = b;
                    done_reg = 1;
                end
                else if (mant_sum == 0 && done_reg != 1) begin
                    exp_sum = 0;
                    sum_reg = 0;
                    done_reg = 1;
                end
                if (start == 1) begin
                    next_state = State_Initial;
                end
            end
            State_5: begin                
                if (done_reg != 1) begin
                    exp_sum = exp_sum;
                    mant_sum = mant_sum;
                    sum_reg = {sign_sum, exp_sum, mant_sum[23-1:0]};
                    done_reg = 1;
                end
                if (start == 1) begin
                    next_state = State_Initial;
                end
            end
            State_6: begin
                if (done_reg != 1) begin
                    mant_sum = mant_sum >> 1;
                    exp_sum = exp_sum + 1;
                    sum_reg = {sign_sum, exp_sum, mant_sum[23-1:0]};
                    done_reg = 1;
                end
                if (start == 1) begin
                    next_state = State_Initial;
                end
            end
            State_7: begin
                if(mant_sum[23] == 1 && done_reg != 1) begin
                    sum_reg = {sign_sum, exp_sum, mant_sum[23-1:0]};
                    done_reg = 1;
                end
                else if (done_reg != 1) begin
                    mant_sum = mant_sum << 1;
                    exp_sum = exp_sum - 1;
                    next_state = State_8;               
                end
                if (start == 1) begin
                    next_state = State_Initial;
                end
            end
            State_8: begin
                next_state = State_7;
            end
        endcase
    end 
endmodule
```
**/design/flow/run.sh**
```bash
#!/bin/bash
# OpenROAD 26Q1-2900-gdf79404cd8, Yosys 0.63+post, stock flow scripts
make -C /OpenROAD-flow-scripts/flow DESIGN_CONFIG=/design/flow/config.mk WORK_HOME=/design/flow/orfs finish
```
==> ci_impl_report.md <==
### Flow metrics

| Metric | Value |
|---|---|
| DRC violations left | `0` |
| Max transition margin | `0.3176` |
| Hold path depth | `2` |
| Main flop type | `edfxtp_1` |
| GRT Overall Usage | `0.2566` |
| Most frequent cells in the layout | `230 x nand2_1, 166 x o21ai_0, 146 x nor2_1` |
| Die ar. | `57,710 um^2` |
| Pleak | `6.789 nW` |
| Mapped Area | `17,030 um^2` |
| Post-CTS Hold Buffers | `0` |
| Die W | `240.2 um` |
| Top sig layer | `met5` |
| Number of setup violations in the final report | `0` |
| Slew @ Worst Pin | `0.9979 ns` |
| Fill count | `5,698` |
| Post-CTS resize count | `0` |
| Max-cap viol count | `0` |
| Worst R2R Setup Slack | `14.05 ns` |
| Max-slew violations | `0` |
| Initial antenna violation count | `0` |
| Clk pin slew, worst setup/hold paths | `0.06 ns` |
| Biggest area cells | `edfxtp_1 21%, nand2_1 5.1%, o21ai_0 4.9%, xor2_1 4.7%, a22oi_1 4.0%` |
| WL final | `73,020 um` |
| Pwr dens | `71.59 nW/um^2` |
| Met2 wire len | `31,000 um` |
| Post-Syn Area per Cell | `7.732 um^2` |
| Synthesized registers | `124` |
| Hold Fails Final Rpt | `0` |
| First-pass GRT wire length | `108,500 um` |
| CP Launch Type | `input port` |
| Top-Level Pins | `105` |
| Switching share of power | `0.4443` |
| Drt wl/cell | `24.58 um` |
| Unique cell types | `103` |
| Max-area cell share | `0.2099` |
| Met3 WL | `8282 um` |
| Reg2Reg Depth | `19` |
| GP Congestion | `1.012` |
| Rows | `86` |
| Post-route ant nets | `0` |
| Fraction of layout cells with a size suffix above 1 | `0.09177` |
| Hpwl dp | `56,710 um` |
| Crit-path max FO | `48` |
| Mapped Cells | `2,202` |
| GR Overflow Total | `0` |
| Vias/cell | `6.314` |
| Number of inserted diodes | `0` |
| I/O Buffers | `104` |
| Run status | `completed` |
| M1 WL | `30,630 um` |
| EDFF count, synth | `119` |
| Final hold slack | `0.5981 ns` |
| Setup_tns | `0 ns` |
| Psw | `616.7 uW` |
| Sequential share of power | `0.242` |
| Worst-Skew Late Latency | `0.43 ns` |
| Via count | `18,759` |
| RSZ-0062 raised after global routing | `false` |
| Clock skew | `0.01131 ns` |
| Fmax | `0.07426 GHz` |
| Internal | `771.3 uW` |
| Yosys top cell by area | `edfxtp_1` |
| Clock share of power | `0.227` |
| Die height | `240.2 um` |
| WP data required | `16.64 ns` |
| Area grow syn2layout | `13.88%` |
| Pre-Repair DR Iteration Count | `7` |
| Worst EP arrival | `9.31 ns` |
| Reg2reg start | `mant_ar_next[1]` |
| Worst min path class | `reg2reg` |
| Largest net degree at the start of global routing | `51` |
| Clock root cell | `clkbuf_16` |
| Reg2reg end | `mant_ar_next[16]` |
| Dominant logic cell type in the layout | `nand2_1` |
| Tmin final | `13.47 ns` |
| FFs w/ async S/R, synth | `0` |
| TritonCTS clock tree | `yes` |
| Worst setup EP type | `primary output` |
| Register pins left without a clock | `1` |
| Comb pwr share | `0.531` |
| Peak VDD IR | `56.75 uV` |
| Fin crit share | `0.6474` |
| Final core utilization | `0.3485` |
| Tool warnings | `33` |
| Core Region | `55,630 um^2` |
| H-tree depth | `4` |
| Yosys cell count | `2,202` |
| HP Start | `sum_reg_next[22]` |
| Worst Hold Endpoint | `sum_reg_next[22]` |
| Crit Path Class | `in2out` |
| Ys Warns | `1` |
| Initial Utilization | `0.3061` |
| CTS buffer count | `17` |
| Number of DRC markers in iteration 0 | `2,121` |
| Total setup buffers inserted after CTS | `0` |
| Endpoints left unconstrained | `2` |
| YS chip area | `17,030 um^2` |
| Max clock buf depth | `2` |
| Vias in the first global route | `16,974` |
layer usage:
layer  up-vias  track usage
met4         2      0.08724
met5         -     0.006061
li1       8570            -
met2      1167       0.3719
met1      8869       0.3655
met3       151      0.07863
power by group through the flow:
| stage | Clock [mW] | Sequential (mW) | Combinational [mW] |
|---|---|---|---|
| CTS | 0.318 | 0.334 | 0.722 |
| global route | 0.326 | 0.337 | 0.791 |
| finish | 0.315 | 0.336 | 0.738 |
critical path, cell delays in order:
cell             delay (ns)
clkdlybuf4s50_1        0.50
or4_1                  0.65
nor4_1                 0.37
or4b_1                 0.48
or2_2                  0.31
nor3_1                 0.37
a31oi_1                0.25
nor2_4                 0.32
buf_4                  0.48
nand2_1                0.09
o21ai_0                0.08
a22oi_1                0.09
o221a_2                0.28
o2bb2ai_1              0.28
clkdlybuf4s50_1        0.54
per-stage QoR:
step / worst slack [ns] / total power, mW / area, um^2 / cells
after floorplan: 9.266 / 0.8029 / 17030 / 2202
after global placement: 7.481 / 1.056 / 18780 / 2939
after detailed placement: 7.422 / 1.055 / 18780 / 2939
after CTS: 7.411 / 1.375 / 19390 / 2971
after global routing: 7.055 / 1.455 / 19390 / 2971
final: 7.334 / 1.388 / 19390 / 2971
synthesized netlist by cell type, types with 26 or more instances:
library cell	instances
nand2_1	230
o21ai_0	166
nor2_1	150
clkbuf_1	131
a21oi_1	127
edfxtp_1	119
xor2_1	91
a22oi_1	90
inv_1	73
nand3_1	72
xnor2_1	71
nor3_1	51
ha_1	48
o22ai_1	46
nor4_1	33
nand4_1	30
o31ai_1	30
or3_1	30
a31oi_1	29
mux2i_1	28
o2bb2ai_1	27
o211ai_1	26
flip-flops by register name, summed over array words and instances, names as in the netlist:
register	count
mant_br_next	26
nan	1
exp_sum_next	8
mant_sum_next	25
sign_sum_next	1
current_state	4
mant_ar_next	26
sum_reg_next	32
done_reg_next	1
worst max-delay path by stage:
| stage | from | end | slack [ns] | cells past startpoint |
|---|---|---|---|---|
| 6_report | a[6] | sum[17] | 7.33 | 15 |
| 5_1_grt | a[6] | sum[13] | 7.06 | 15 |
| 4_1_cts | a[6] | sum[6] | 7.41 | 16 |
cell type report:
class / instances / area, um^2 / area share
clock buffer: 18 / 429.2 / 0.02213
clock inverter: 14 / 177.7 / 0.009163
inverter: 73 / 274.0 / 0.01413
multi-input combinational: 1840 / 12490 / 0.6441
sequential: 124 / 3669 / 0.1892
tap: 748 / 935.9 / 0.04827
timing repair buffer: 154 / 1416 / 0.07305
cell families (layout without fill, tap and decap cells):
kind of cell,count (synthesis),in the layout,synth area share
latches,1,1,0.0008816
adder cells (fa/ha/maj),51,51,0.03880
flip-flops,123,123,0.2146
XOR/XNOR,163,163,0.08429
buffers and inverters,238,259,0.05497
AND-OR/OR-AND,804,804,0.3333
multiplexers,55,55,0.04174
AND/OR/NAND/NOR,767,767,0.2315
Power figures rest on the tool's default switching activity, not on a simulated workload.
