### flow/constraint.sdc
current_design seq_mult

set clk_period 12.8
set clk_io_pct 0.2

create_clock -name clk0 -period $clk_period [get_ports {clk}]

set non_clock_inputs [all_inputs -no_clocks]
set_input_delay [expr $clk_period * $clk_io_pct] -clock clk0 $non_clock_inputs
set_output_delay [expr $clk_period * $clk_io_pct] -clock clk0 [all_outputs]
### flow/design.v
module seq_mult (
		p, done, 
		clk, start, a, b
		) ;
	input 		 clk, start;
	input [8-1:0] 	 a, b;
	output [2*8-1:0] p;
	output 		 done;
	reg [2*8-1:0] p;
	reg 			 done;
	reg [2*8-1:0] multiplicand;
	reg [8-1:0] multiplier;
	reg [4-1:0] 	 ctr;
	always @(posedge clk)
		if (start) begin
			done 			<= 0;
			p 				<= 0;
			ctr 			<= 0;
			multiplicand <= {{8{a[8-1]}}, a};
			multiplier <= b;
			if(b[8-1]) begin
			    multiplicand <= ~({{8{a[8-1]}}, a}) + 1;
			    multiplier <= ~b + 1;
			end
			else begin
			    multiplicand <= {{8{a[8-1]}}, a};
			    multiplier <= b;
			end
     	end else begin 
			if (ctr < 8) 
	  		begin
	     		if(multiplier[ctr]) begin
	     		    p <= p + (multiplicand << ctr);
	     		    ctr <= ctr + 1;
	     		end
	     		else begin
	     		    p <= p;
	     		    ctr <= ctr + 1;
	     		end
	  		end else begin
	     		done <= 1;
	  		end
     	end
endmodule  
### flow/run.sh
#!/bin/bash
# OpenROAD 26Q1-2900-gdf79404cd8, Yosys 0.63+post, stock flow scripts
make -C /OpenROAD-flow-scripts/flow DESIGN_CONFIG=/design/flow/config.mk WORK_HOME=/design/flow/orfs finish
### flow/config.mk
export PLATFORM = sky130hd
export DESIGN_NAME = seq_mult
export DESIGN_NICKNAME = seq_mult
export VERILOG_FILES = /design/flow/design.v
export SDC_FILE = /design/flow/constraint.sdc
export NUM_CORES = 4
export LEC_CHECK = 1
export CORE_UTILIZATION = 40
==> flow_summary.json <==
{
  "clockBufferDepth": 2,
  "ff_type": "edfxtp_1",
  "drc": 0,
  "wl_um": 6166,
  "area_delta_synth_final_pct": 14.52,
  "relSlewSlack": 0.4519,
  "timing.fmax_ghz": 0.2446,
  "fin_hold_ws_ns": 0.4777,
  "edf_count": 24,
  "hold_violations": 0,
  "r2r_start": "ctr[1]",
  "synth_seq_share": 0.3485,
  "clock_sinks": 45,
  "crit_required_ns": 12.85,
  "fin_skew_ns": 0.002907,
  "post-route-util": 0.4803,
  "dieHeight_um": 92.48,
  "cts.repair.resized": 0,
  "critical_path_arrival_ns": 4.13,
  "ys_cells": 367,
  "dieArea_mm2": 0.008552,
  "setup_viol": 0,
  "drt_iter0_drc": 101,
  "tightestPinTransition_ns": 0.8210,
  "warning_count": 25,
  "p_seq_frac": 0.335,
  "routed_via_density": 5.251,
  "overflow": 0,
  "rsz0062_at_grt": "no",
  "wire_per_inst_um": 12.48,
  "power.switching_uw": 228.9,
  "yosys_warnings": 1,
  "antenna_found_initial": 0,
  "grt_pass1_wl_um": 10670,
  "io_buffers": 34,
  "holdPathStages": 2,
  "cts_setup_buffers": 0,
  "power_frac_comb": 0.506,
  "lay_top_cells": "nor2_1, clkdlybuf4s50_1, nand2_1",
  "hold_class": "reg -> reg",
  "hpwl_um": 4540,
  "core_mm2": 0.007807,
  "gp_congestion": 0.8411,
  "ir_worst_vdd_v": 0.00006396,
  "synth_cell_types": 53,
  "yosys_register_bits": 45,
  "antenna_cells": 0,
  "intPower_uw": 382.3,
  "final_cell_area_mm2": 0.003750,
  "hp-start": "done",
  "path_class": "in -> reg",
  "reg2reg_setup_slack_ns": 9.05,
  "h-tree-depth": 2,
  "setup_slack_ns": 8.711,
  "synth_area_mm2": 0.003274,
  "clk_pin_slew_ns": 0.09,
  "end_kind": "flop",
  "power_uw": 611.2,
  "num_vias": 2594,
  "dp.cells": 486,
  "dp_slack_ns": 8.383,
  "insertion_delay_ns": 0.30,
  "largest_area_cell": "edfxtp_1",
  "initial_core_util": 0.4194,
  "die_w_um": 92.48,
  "ant_nets": 0,
  "clkPwrFrac": 0.158,
  "lay_top_count": "nor2_1",
  "topCellsByArea": "edfxtp_1, dfxtp_1, ha_1",
  "clock-root-buffer": "clkbuf_8",
  "tritoncts": "built",
  "drv_slew": 0,
  "hold_path_end": "done",
  "async_flop_share": 0,
  "ios": 35,
  "ys_area_mm2": 0.003274,
  "avgSynthCellArea_um2": 8.922,
  "reg2regPathDepth": 14,
  "rows": 32,
  "setup_tns_ns": 0,
  "synth_top_area_share": 0.2201,
  "instances_no_fill": 494,
  "regToRegEndpoint": "p[15]",
  "cap_viol_max_count": 0,
  "cts_made_buffers": 5,
  "grtUsageTotal": 0.1579,
  "p_leak_nw": 1.493,
  "hold_buffers": 0,
  "dr.pass1.iters": 5,
  "start_kind": "input port",
  "grt_pass1_vias": 2341,
  "swShare": 0.3745,
  "p_per_area_mw_per_mm2": 163.0,
  "cp_max_fo": 4,
  "fin_crit_ns": 4.089,
  "grt_max_degree": 55,
  "postPlaceCellArea_mm2": 0.003650,
  "drive_gt1_frac": 0.06122,
  "period_used_share": 0.3194,
  "status": "finished clean",
  "synthCells": 367
}
## cell usage after synthesis (all sizes together) (2+ instances only)
| cell | n |
|---|---|
| nor2 | 40 |
| nand2 | 30 |
| a21oi | 27 |
| edfxtp | 24 |
| o21ai | 23 |
| dfxtp | 21 |
| mux2i | 21 |
| ha | 19 |
| inv | 14 |
| xnor2 | 12 |
| clkbuf | 11 |
| nor3 | 11 |
| buf | 10 |
| a211oi | 8 |
| nand3b | 7 |
| nor2b | 7 |
| nand2b | 6 |
| o31ai | 6 |
| or3 | 6 |
| xor2 | 6 |
| o21a | 5 |
| o22ai | 5 |
| a211o | 4 |
| a31oi | 4 |
| mux4 | 4 |
| nand3 | 4 |
| nor4 | 4 |
| a21o | 3 |
| mux2 | 3 |
| and2 | 2 |
| and3 | 2 |
| nand4 | 2 |
| nor3b | 2 |
| or2 | 2 |
## state kept, by name, indices dropped and copies added (netlist names)
signal / count
ctr: 4
multiplier: 8
done: 1
p: 16
multiplicand: 16
## cell type report
cell class              count  area, µm²
well taps                 102      127.6
inverters                  14      52.55
flip-flops and latches     45       1141
fillers                   762       4058
clock buffers               6      82.58
multi-input cells         287       1963
clock inverters             2      17.52
repair buffers             38      365.4
## how the worst max path moves through the flow
stage | to | from | slack (ns)
final | multiplicand[7] | a[2] | 8.71
after global routing | multiplicand[7] | a[2] | 8.62
after CTS | multiplicand[7] | a[2] | 8.71
## worst max-delay path: stages
cell and delay, ns:
clkdlybuf4s50_1 0.45, nor2_1 0.15, nand3_1 0.10, nor4_1 0.41, inv_1 0.10, ha_1 0.28, o21ai_0 0.07
## per-layer routing
layer	up-vias	track usage	routed length [µm]
met5	-	0	0
met4	0	0.01302	45
met3	5	0.02924	252
met2	56	0.2617	2721
met1	1143	0.2316	3147
li1	1390	-	-
## cell families (layout without fill, tap and decap cells)
group	count (synthesis)	after routing	synth area share
and+or+nand+nor	127	127	0.1907
DFF	45	45	0.3485
adders and majority gates	20	20	0.07872
buffers and inverters	35	60	0.05197
xor gates and xnor gates	18	18	0.04815
AOI/OAI and AO/OA	94	94	0.1800
muxes	28	28	0.1020
## power groups by stage
stage	combinational [mW]	sequential [mW]	clock, mW
CTS	0.311	0.205	0.101
global route	0.355	0.209	0.107
finish	0.310	0.205	0.0968
Power is estimated from default activity; no workload was simulated.
